[flow/design.v]
`timescale 1ns / 1ps
module bin_to_digit_converter (
    input wire [9:0] bin,  
    output reg [3:0] d0,  
    output reg [3:0] d1,   
    output reg [3:0] d2,
    output reg [3:0] d3 
);
    always @(bin) begin
        d0 = bin % 10;
        d1 = (bin / 10) % 10;
        d2 = (bin / 100) % 10;
        d3 = (bin / 1000) % 10;
    end
endmodule
[flow/run.sh]
#!/bin/bash
# OpenROAD 26Q1-2900-gdf79404cd8, Yosys 0.63+post, stock flow scripts
make -C /OpenROAD-flow-scripts/flow DESIGN_CONFIG=/design/flow/config.mk WORK_HOME=/design/flow/orfs finish
[flow/config.mk]
export PLATFORM = sky130hd
export DESIGN_NAME = bin_to_digit_converter
export DESIGN_NICKNAME = bin_to_digit_converter
export VERILOG_FILES = /design/flow/design.v
export SDC_FILE = /design/flow/constraint.sdc
export NUM_CORES = 4
export LEC_CHECK = 1
export CORE_AREA = 10 10 73 73
export DIE_AREA = 0 0 83 83
[flow/constraint.sdc]
current_design bin_to_digit_converter

set clk_period 6.7
set clk_io_pct 0.2

create_clock -name clk0 -period $clk_period

set non_clock_inputs [all_inputs -no_clocks]
set_input_delay [expr $clk_period * $clk_io_pct] -clock clk0 $non_clock_inputs
set_output_delay [expr $clk_period * $clk_io_pct] -clock clk0 [all_outputs]
==> summary.txt <==
Flow results.

- The run stopped with a tool error.
- The area figure in the yosys stat output is 0.002505 mm^2.
- The top-level I/O count is 26.
- The pre-placement core utilization is 66.91%.
- The area of the mapped netlist is roughly 0.0025 mm^2.
- At the end of routability-driven placement, the weighted congestion stood at 1.014.
- The number of rows created at floorplan is 22.
- Yosys stat counts 371 cells in the synthesized netlist.
- The flow halted during detailed placement.
- The average instance area after synthesis is 6.752 um^2.
- The sequential area share after synthesis is 0%.
- The number of distinct standard cells referenced by the synthesized netlist is approximately 90.
- The die is 83 um tall.
- The number of buffers inserted by port buffering is 23.
- The tool reported: "[ERROR DPL-0036] Detailed placement failed".
- The gate count after technology mapping is approximately 370.
- The floorplan step set the die width to 83 um.
- The number of warnings printed during yosys synthesis is 1.
==> synth_stat cells (all sizes together), types with 5 or more instances <==
cell type	number	share of area, %
nor2	37	5.8
nand2	31	4.9
o21ai	30	6.9
a21oi	25	5.6
nor3	18	4.0
inv	15	2.2
buf	14	3.9
clkbuf	14	2.1
nand3	14	3.4
xnor2	11	4.1
a211oi	9	3.4
o21a	9	2.7
ha	8	4.0
a31oi	6	2.1
and2	6	1.5
and3	6	1.9
nand2b	6	1.5
a221oi	5	2.0
nor2b	5	1.2
o211ai	5	1.5
o22ai	5	1.2
o31ai	5	1.5
xor2	5	1.7
==> per-stage QoR <==
step           setup slack (ns)  hold WS, ns
3_3_place_gp             -1.910        3.514
2_1_floorplan            -1.033        2.746
==> cell families after synthesis <==
family	Yosys count	share of synthesized area [%]
other cells	1	0.1497
compound gates	141	43.71
fa+ha+maj	12	5.595
xor+xnor	16	5.894
buf+inv	46	8.741
simple gates	150	33.72
mux	5	2.198
