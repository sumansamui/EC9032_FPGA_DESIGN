### flow/config.mk
export PLATFORM = sky130hd
export DESIGN_NAME = bist_topmodule
export DESIGN_NICKNAME = bist_topmodule
export VERILOG_FILES = /design/flow/design.v
export SDC_FILE = /design/flow/constraint.sdc
export NUM_CORES = 4
export LEC_CHECK = 1
export CORE_UTILIZATION = 50
### flow/constraint.sdc
current_design bist_topmodule

set clk_period 4.0
set clk_io_pct 0.2

create_clock -name clk0 -period $clk_period [get_ports {clk}]

set non_clock_inputs [all_inputs -no_clocks]
set_input_delay [expr $clk_period * $clk_io_pct] -clock clk0 $non_clock_inputs
set_output_delay [expr $clk_period * $clk_io_pct] -clock clk0 [all_outputs]
### flow/design.v
module bist_controlpath (
    input clk,
    input rst,
    input [1:0] mode,
    output reg ring_counter_enable,
    output reg johnson_counter_enable,
    output reg lfsr_enable
);
reg [1:0] PS, NS;
parameter [1:0] idle = 2'b00;
parameter [1:0] ring_counter = 2'b01;
parameter [1:0] johnson_counter = 2'b10;
parameter [1:0] lfsr = 2'b11;
always @(posedge(clk)) begin
    if(rst) begin
        PS <= idle;
    end
    else begin
        PS <= NS;
    end
end
always @(PS or mode) begin
    case (PS)
        2'b00 : begin 
            if(mode == 2'b01) begin
                NS = ring_counter;
            end
            else if(mode == 2'b10) begin
                NS = johnson_counter;
            end
            else if(mode == 2'b11) begin
                NS = lfsr;
            end
            else begin
                NS = idle;
            end
        end
        2'b01 : begin
            if(mode == 2'b00) begin
                NS = idle;
            end
            else if(mode == 2'b11) begin
                NS = lfsr;
            end
            else if(mode == 2'b10) begin
                NS = johnson_counter;
            end
            else begin
                NS = ring_counter;
            end
        end
        2'b10 : begin
            if(mode == 2'b01) begin
                NS = ring_counter;
            end
            else if(mode == 2'b00) begin
                NS = idle;
            end
            else if(mode == 2'b11) begin
                NS = lfsr;
            end
            else begin
                NS = johnson_counter;
            end
        end
        2'b11 : begin
            if(mode == 2'b01) begin
                NS = ring_counter;
            end
            else if(mode == 2'b10) begin
                NS = johnson_counter;
            end
            else if(mode == 2'b00) begin
                NS = idle;
            end
            else begin
                NS = lfsr;
            end
        end
        default: begin
            NS = idle;
        end
    endcase   
end
always @(PS) begin
    if (PS == ring_counter) begin
        ring_counter_enable = 1'b1;
        johnson_counter_enable = 1'b0;
        lfsr_enable = 1'b0;
    end
    else if(PS == johnson_counter) begin
        johnson_counter_enable = 1'b1;
        ring_counter_enable = 1'b0;
        lfsr_enable = 1'b0;
    end
    else if(PS == lfsr) begin
        lfsr_enable = 1'b1;
        ring_counter_enable = 1'b0;
        johnson_counter_enable = 1'b0;
    end
end
endmodule
`timescale 1ns/1ps
module bist_datapath (
    input clk,
    input rst,
    input [1:0] mode,
    input ring_counter_enable,
    input johnson_counter_enable,
    input lfsr_enable,
    output reg [15:0] led
);
reg clk2;
reg clk3;
reg clk4;
wire [15:0] C2,C3,C4;
ring_counter instantiation(.clk(clk2), .rst(rst), .C1(C2));
johnson_counter instantiation2(.clk(clk3), .rst(rst), .C2(C3));
lfsr instantiation3(.clk(clk4), .rst(rst), .C3(C4));
always @(rst or C2 or C3 or C4 or mode) begin
    if(rst) begin
        led = 16'b0;
    end
    else begin
        if(mode == 2'b01) begin
            led = C2;
        end
        else if(mode == 2'b10) begin
            led = C3;
        end
        else if(mode == 2'b11) begin
            led = C4;
        end
        else if(mode == 2'b00) begin
            led = 16'd0;
        end
        else begin
            led = 16'd0;
        end
    end
end
always @(clk) begin
    if(ring_counter_enable) begin
        clk2 <= clk;
    end
    else if(johnson_counter_enable) begin
        clk3 <= clk;
    end
    else if (lfsr_enable) begin
        clk4 <= clk;
    end
end
endmodule
`timescale 1ns/1ps
module bist_topmodule (
    input clk,
    input rst,
    input [1:0] mode,
    output [15:0] led
);
wire ring_counter_enable;
wire johnson_counter_enable;
wire lfsr_enable;
wire slow_clk;
bist_controlpath inst1(
    .clk(slow_clk), 
    .rst(rst), 
    .mode(mode), 
    .ring_counter_enable(ring_counter_enable),
    .johnson_counter_enable(johnson_counter_enable),
    .lfsr_enable(lfsr_enable)
    );
bist_datapath inst2(
    .clk(slow_clk),
    .rst(rst),
    .mode(mode),
    .ring_counter_enable(ring_counter_enable),
    .johnson_counter_enable(johnson_counter_enable),
    .lfsr_enable(lfsr_enable),
    .led(led)
);
clock_divider inst3(
    .clk(clk),
    .rst(rst),
    .slow_clk(slow_clk)
);
endmodule
module clock_divider (
    input clk,     
    input rst,     
    output reg slow_clk 
);
    reg [25:0] counter;  
    always @(posedge clk or posedge rst) begin
        if (rst) begin
            counter <= 0;
            slow_clk <= 0;
        end 
        else begin
            counter <= counter + 1;
            if (counter == 50_000_000) begin  
                slow_clk <= ~slow_clk;
                counter <= 0;
            end
        end
    end
endmodule
`timescale 1ns/1ps
module johnson_counter (
    input clk,
    input rst,
    output reg [15:0] C2
);
    always @(posedge(clk) or posedge(rst)) begin
        if(rst) begin
            C2 <= 16'd0;
        end
        else begin
            C2 <= {~C2[0],C2[15:1]};
        end
    end
endmodule
`timescale 1ns/1ps
module lfsr (
    input clk,
    input rst,
    output reg [15:0] C3
);
    always @(posedge(clk) or posedge(rst)) begin
        if(rst) begin
            C3 <= 16'b1010101010101010;
        end
        else begin
            C3 <= {C3[15]^C3[14]^C3[1],C3[15:1]};
        end
    end
endmodule
`timescale 1ns/1ps
module ring_counter (
    input clk,
    input rst,
    output reg [15:0] C1
);
    always @(posedge(clk) or posedge(rst)) begin
        if(rst) begin
            C1 <= 16'd1;
        end
        else begin
            C1 <= {C1[0],C1[15:1]};
        end
    end
endmodule
### flow/run.sh
#!/bin/bash
# OpenROAD 26Q1-2900-gdf79404cd8, Yosys 0.63+post, stock flow scripts
make -C /OpenROAD-flow-scripts/flow DESIGN_CONFIG=/design/flow/config.mk WORK_HOME=/design/flow/orfs finish
==> metrics.csv <==
metric;value;unit
status;finished, final reports clean;
critPathCaptureType;output pin;
p_total;0.000501;W
cts_tree;built;
chipArea;0.00716;sq mm
first_global_vias;2143;
cts_buffers;3;
synthTopCellsByCount;dfrtp_1 (66), a21oi_1 (42), nor2_1 (28), nand2_1 (27), nand3b_1 (16);
grt_pass1_wl;10600;microns
adder_share;0.0293;
synthArstFlopShare;0.882;
final-hold-violation-count;0;
crit_arrival;2.84;ns
top_cells_by_area;dfrtp_1 (48%), dfstp_2 (6.9%), a21oi_1 (6.2%);
postCtsSetupBuffers;0;
pre_cts_slack;0.375;ns
p_int;0.000376;W
setup_violations;0;
edf_count;0;
area_growth;10.1;%
drt_wl_total;6020;microns
aoi_share;0.0990;
clk_latency;0.27;ns
placementRows;29;
untimed_endpoints;58;
utilization;0.582;
nFillCells;538;
synth_top_cell_by_count;dfrtp_1;
critical_path_class;in -> out;
ys_ff;85;
xor_share;0.0436;
clockRootBuffer;clkbuf_8;
finalCritPeriodShare;0.909;
clkTransAtPathRegs;0.08;ns
min_path_type;reg -> reg;
gp_congestion;0.878;
p_sw;0.000125;W
portBuffers;19;
wire_per_inst;14.6;microns
clock_skew;0.00476;ns
drive_gt1_frac;0.0808;
seqPwrFrac;0.545;
yosys_area;0.00341;sq mm
finalCriticalPeriod;3.64;ns
peakVddDrop;0.000206;V
die_h;84.6;microns
mux_share;0;
final.setup.tns;0;ns
holdBufCountCts;0;
vias_per_cell;5.53;
htreeDepth;1;
rsz0062_at_grt;false;
dr.pass1.iters;6;
fin_ws;0.363;ns
slew_violations;0;
yosys.area.top_type_share;0.484;
power_frac_clock;0.300;
track_usage;0.190;
diodes;0;
ios;20;
hpwl;4280;microns
drv_cap;0;
p_sw_frac;0.250;
power_density;133;mW/mm^2
die_w;84.6;microns
drt_iter0_markers;155;
netlist_logic_family_top;simple AND/OR/NAND/NOR gates;
hold_slack;0.505;ns
drc_errors;0;
startpoint_type;input pin;
ant_nets;0;
ys.flop_type;dfrtp_1;
synth_cell_types;40;
clockBufferDepth;2;
grt_max_degree;37;
max_freq;275;MHz
num_vias;2272;
grt_overflow_total;0;
cp.required;3.20;ns
synth_cells;320;
initial_core_util;0.528;
synth.cell_area;0.00341;sq mm
unclocked_regs;58;
synth_top_cell_by_area;dfrtp_1;
warnings;31;
avgSynthCellArea;10.7;sq um
worstMarginPinSlew;0.768;ns
simple_gate_area_frac;0.193;
maxSlewHeadroom;0.487;
p_leak;1.56;nW
core_area;0.00646;sq mm
cp_max_fo;34;
ctsResizeCount;0;
antenna_found_initial;0;
ys_warn_count;6;
yosys_cells;320;
combPwrFrac;0.154;
power by group through the flow:
| stage | combinational (W) | sequential (W) | clock (W) |
|---|---|---|---|
| 6_report | 0.0000774 | 0.000273 | 0.000151 |
| 4_1_cts | 0.0000788 | 0.000273 | 0.000159 |
| 5_1_grt | 0.0000894 | 0.000273 | 0.000168 |
worst max-delay path: stages:
cell and delay, ns:
clkdlybuf4s50_1 0.54, inv_1 0.10, ha_1 0.24, buf_12 0.17, nand3b_1 0.16, a21oi_1 0.21, a21oi_1 0.06, nor2_1 0.09
clkdlybuf4s50_1 0.48
through the flow:
| step | instance area (sq um) | cells |
|---|---|---|
| floorplan | 3410 | 320 |
| global placement | 3710 | 407 |
| detailed placement | 3710 | 407 |
| CTS | 3760 | 411 |
| global route | 3760 | 411 |
| finish | 3760 | 411 |
registers in the layout, summed over array words and instances, names as in the netlist:
signal                        count
inst1.johnson_counter_enable      1
inst2.instantiation.C1           16
inst3.counter                    26
inst2.instantiation2.C2          16
inst2.instantiation3.C3          16
inst1.ring_counter_enable         1
inst2.clk3                        1
inst3.slow_clk                    1
inst2.clk2                        1
inst2.clk4                        1
inst1.lfsr_enable                 1
inst1.PS                          4
layout by cell type (no fill, tap or decap), drive strengths merged, types with 2 or more instances in the layout:
cell type / n
a21oi: 43
and3: 3
and4: 2
buf: 7
clkbuf: 4
clkdlybuf4s50: 19
dfrtp: 66
dfstp: 9
dfxtp: 4
dlxtn: 5
ha: 8
inv: 12
nand2: 27
nand2b: 2
nand3: 13
nand3b: 16
nand4: 3
nor2: 28
nor3: 6
nor3b: 2
nor4: 2
nor4b: 4
o21ai: 7
o22ai: 2
o31ai: 5
or3: 5
or4: 6
xnor2: 11
xor2: 6
final cells by class:
class                   count  area (sq um)  area share
flip-flops and latches     85          2060       0.548
multi-input cells         207          1240       0.331
repair buffers             26           268      0.0713
well taps                  77          96.3      0.0256
clock buffers               4          45.0      0.0120
inverters                  12          45.0      0.0120
worst paths after layout:
check / start / to / slack [ns] / depth (start not counted)
worst max-delay path: mode[0] / led[4] / 0.36 / 9
worst min-delay path: inst3.counter[11] / inst3.counter[11] / 0.50 / 1
worst max register to register: inst3.counter[0] / inst3.counter[22] / 1.70 / 5
worst min register to register: inst3.counter[11] / inst3.counter[11] / 0.50 / 1
max in group asynchronous: rst / inst3.counter[18] / 1.84 / 3
min in group asynchronous: rst / inst3.counter[25] / 1.56 / 2
cell families (layout without fill, tap and decap cells):
group                      count (synthesis)  count (layout)
AOI/OAI and AO/OA                         61              61
xor gates and xnor gates                  17              17
adders and majority gates                  8               8
buffers and inverters                     28              42
DFF                                       79              79
latches                                    6               6
and+or+nand+nor                          121             121
per-layer routing:
metal | GRT usage | routed length [microns]
met1 | 0.346 | 3130
met2 | 0.276 | 2610
met3 | 0.0239 | 240
met4 | 0.0139 | 35
met5 | 0 | 0
Power and IR drop assume default switching activity.
